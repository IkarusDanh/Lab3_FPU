### flow/design.v
module FPU (
    input logic [7:0] op_A, op_B,
    input logic sel_i,   
    output zero_detect,
    output [7:0] result
);
logic [3:0] exp_diff_wire;
logic [2:0] final_exp_wire;
exp_comp exp_compare_module (
    .exp_A(op_A[6:4]), 
    .exp_B(op_B[6:4]),
    .exp_diff(exp_diff_wire),
    .final_exp(final_exp_wire)
);
logic [3:0] bigger_fract_wire;
logic [3:0] smaller_fract_wire;
logic small_A_wire;
logic sign_big_wire;
logic sign_small_wire;
frac_comp fraction_compare_module (
    .sign_A(op_A[7]), 
    .sign_B(op_B[7]),
    .fract_A(op_A[3:0]), 
    .fract_B(op_B[3:0]),
    .exp_diff(exp_diff_wire),
    .sign_big(sign_big_wire),
    .sign_small(sign_small_wire),
    .bigger_fract(bigger_fract_wire), 
    .smaller_fract(smaller_fract_wire),
    .smaller_is_A(small_A_wire)
);
logic [5:0] shifted_fract_wire;
shift_fract shift_right_module (
    .smaller_fract(smaller_fract_wire),
    .exp_diff(exp_diff_wire),
    .shifted_fract(shifted_fract_wire)
);
logic [5:0] result_wire;
logic overflow_wire;
add_sub_module add_sub (
    .sign_big(sign_big_wire), 
    .sign_small(sign_small_wire),
    .bigger_fract(bigger_fract_wire),
    .smaller_fract(shifted_fract_wire),  
    .sel_i(sel_i),   
    .result_o(result_wire),
    .overflow_flag(overflow_wire)
);
normalize_result normalize_module (
    .temp_fract(result_wire),
    .final_exp(final_exp_wire),
    .overflow_flag(overflow_wire),
    .result_fract(result[3:0]),
    .result_exp(result[6:4])
);
sign_of_res result_sign_module(
    .smaller_is_A(small_A_wire),  
    .sel_i(sel_i),
    .exp_A(op_A[6:4]), 
    .exp_B(op_B[6:4]),
    .fract_A(op_A[3:0]), 
    .fract_B(op_B[3:0]),
    .sign_A(op_A[7]), 
    .sign_B(op_B[7]),
    .result_sign(result[7])
);
always_comb begin : Detect_zero_module
    if (result_wire==0) begin
        zero_detect = 1'b1;
    end
    else zero_detect = 1'b0;
end
endmodule
module add_sub_module (
    input logic sign_big, sign_small,
    input logic [3:0] bigger_fract,
    input logic [5:0] smaller_fract,  
    input logic sel_i,   
    output [5:0] result_o,
    output overflow_flag
);
logic [5:0] bigger_fract_00 = {1'b1, bigger_fract, 1'b0};
always_comb begin : ADD_SUB
    if (!sel_i) begin
        case ({sign_big, sign_small})
            2'b00, 2'b11: {overflow_flag, result_o} = smaller_fract + bigger_fract_00;
            2'b10, 2'b01: {overflow_flag, result_o} = bigger_fract_00 - smaller_fract;
        endcase
    end
    else begin
        {overflow_flag, result_o} = bigger_fract_00 - smaller_fract;
    end
end
endmodule
module exp_comp (
    input logic [2:0] exp_A, exp_B,
    output signed [3:0] exp_diff,
    output [2:0] final_exp
);
assign exp_diff = exp_A - exp_B;
always_comb begin : FinalExp
    if (exp_diff[3]) begin
        final_exp = exp_B;
    end   
    else final_exp = exp_A;
end
endmodule
module frac_comp (
    input sign_A, sign_B,
    input logic [3:0] fract_A, fract_B,
    input logic signed [3:0] exp_diff,
    output [3:0] bigger_fract, smaller_fract,
    output sign_big, sign_small,
    output smaller_is_A
);
logic signed [4:0] subtract_fract;
assign subtract_fract = fract_A - fract_B;
always_comb begin : Compare_Fract_module
    case (exp_diff)
        0: begin
            if (subtract_fract >= 0) begin
                bigger_fract = fract_A;
                smaller_fract = fract_B;
                smaller_is_A = 0;
                sign_big = sign_A;
                sign_small = sign_B;
            end
            else begin
                bigger_fract = fract_B;
                smaller_fract = fract_A;
                smaller_is_A = 1;
                sign_big = sign_B;
                sign_small = sign_A;
            end
        end
        default: begin
            if (exp_diff > 0) begin
                bigger_fract = fract_A;
                smaller_fract = fract_B;
                smaller_is_A = 0;
                sign_big = sign_A;
                sign_small = sign_B;
            end
            else begin
                bigger_fract = fract_B;
                smaller_fract = fract_A;
                smaller_is_A = 1;
                sign_big = sign_B;
                sign_small = sign_A;
            end
        end
    endcase
end
endmodule
module normalize_result (
    input logic [5:0] temp_fract,
    input logic [2:0] final_exp,
    input logic overflow_flag,
    output [3:0] result_fract,
    output [2:0] result_exp
);
always_comb begin : normalize_result_module
    if (overflow_flag) begin
        result_exp = final_exp + 1;
        result_fract = temp_fract[5:2];
    end
    else begin
        casez (temp_fract)
            6'b1?????: begin
                result_exp = final_exp;
                result_fract = temp_fract[4:1];
            end
            6'b01????: begin
                result_exp = final_exp - 1;
                result_fract = temp_fract[3:0];
            end
            6'b001???: begin
                result_exp = final_exp - 2;
                result_fract = {temp_fract[2:0], 1'b0};
            end
            6'b0001??: begin
                result_exp = final_exp - 3;
                result_fract = {temp_fract[1:0], 2'b00};
            end
            6'b00001?: begin
                result_exp = final_exp - 4;
                result_fract = {temp_fract[0], 3'b000};
            end
            6'b000001: begin
                result_exp = final_exp - 5;
                result_fract = 4'b0000;
            end
            default: begin
                result_exp = final_exp;
                result_fract = temp_fract[4:1];
            end
        endcase
    end
end
endmodule
module shift_fract (
    input logic [3:0] smaller_fract,
    input logic signed [3:0] exp_diff,
    output [5:0] shifted_fract
);
logic [3:0] shift_value;
always_comb begin : get_shift_value
    if (exp_diff[3]) begin
    shift_value = (exp_diff ^ 4'hF) + 1;
    end
    else shift_value = exp_diff;
end
assign shifted_fract = {1'b1,smaller_fract,1'b0} >> shift_value;
endmodule
module sign_of_res (
    input smaller_is_A,  
    input sel_i,
    input logic [2:0] exp_A, exp_B,
    input logic [3:0] fract_A, fract_B,
    input logic sign_A, sign_B,
    output result_sign
);
always_comb begin : Result_Sign
    case (sel_i)
        1'b0: begin  
            if (exp_B > exp_A) begin
                result_sign = sign_B;
            end
            else if (exp_A > exp_B) begin
                result_sign = sign_A;
            end
            else begin   
                if (fract_B > fract_A) begin
                    result_sign = sign_B;
                end
                else result_sign = sign_A;
            end
        end 
        1'b1: begin
            case ({sign_A,sign_B})
                2'b00: begin
                    if (smaller_is_A) begin
                        result_sign = 1'b1;
                    end
                    else result_sign = 1'b0;
                end
                2'b11: begin
                    if (smaller_is_A) begin
                        result_sign = 1'b0;
                    end
                    else result_sign = 1'b1;
                end
                2'b10: result_sign = 1'b1;
                2'b01: result_sign = 1'b0;
            endcase
        end
    endcase
end
endmodule
module top (
    input clk_i,
    input logic [7:0] op_A, op_B,
    input logic sel_i,   
    output zero_detect,
    output [7:0] result
);
FPU Floating_Point_Unit (
    .*
);
endmodule
### flow/run.sh
#!/bin/bash
# OpenROAD 26Q1-2900-gdf79404cd8, Yosys 0.63+post, stock flow scripts
make -C /OpenROAD-flow-scripts/flow DESIGN_CONFIG=/design/flow/config.mk WORK_HOME=/design/flow/orfs finish
### flow/config.mk
export PLATFORM = sky130hd
export DESIGN_NAME = top
export DESIGN_NICKNAME = top
export VERILOG_FILES = /design/flow/design.v
export SDC_FILE = /design/flow/constraint.sdc
export NUM_CORES = 4
export LEC_CHECK = 1
export CORE_AREA = 10 10 111 111
export DIE_AREA = 0 0 121 121
### flow/constraint.sdc
current_design top

set clk_period 16.1
set clk_io_pct 0.2

create_clock -name clk0 -period $clk_period

set non_clock_inputs [all_inputs -no_clocks]
set_input_delay [expr $clk_period * $clk_io_pct] -clock clk0 $non_clock_inputs
set_output_delay [expr $clk_period * $clk_io_pct] -clock clk0 [all_outputs]
==> summary.txt <==
Implementation results. In this run the power density over the cells is 118 mW/mm^2. Worst path arrival time landed at 10.39 ns. Height of the die landed at 121 um. The region available for standard cell placement spans 0.00986 mm^2. Per the post-synthesis stats, the area per cell is 6.94 um^2. Share of final-layout standard cells stronger than drive strength 1 landed at 0.0849.

Total via count in the routed design landed at 1726. Required time at the worst-slack endpoint landed at 12.88 ns. Per the post-route antenna check, the number of violating nets is 0. Of the total power, the clock network draws 0. The floorplan report gives the top-level pin count as 27. The number of antenna diodes in the final layout is 0. Before CTS, the worst setup slack after placement is 2.52 ns. Clock buffer count landed at 0. Yosys mapped the design onto 54 distinct sky130hd cell types. The report shows a maximum critical-path fanout of 12.

The floorplan step set the die width to 121 um. The library cells used most frequently in the layout, excluding fill and tap cells, are 26 x sky130_fd_sc_hd__clkdlybuf4s50_1, 25 x sky130_fd_sc_hd__inv_1, 20 x sky130_fd_sc_hd__a21oi_1. Via count normalized by instance count landed at 4.40.

Fraction of the yosys area taken by sequential cells landed at 0. Setup repair after global routing left no endpoint under its margin. Input and output buffers added on the ports amount to 26.

The tool flagged a number of max-cap violations equal to 0. Routed wire length landed at 4590 um. Sum of overflow across all layers after global routing landed at 0. Summed over all failing endpoints, the final setup total negative slack is 0 ns. Combinational share of power landed at 1.000.

The worst setup path is launched from a primary input. Final routed wire length divided by cell count landed at 11.7 um. Switching power as a fraction of the total was reported as 0.524. Starting DRC count in detailed routing landed at 133.

Number of cell instances after yosys synthesis landed at 242. Worst-margin pin slew landed at 0.536 ns. The largest individual stage delay along the critical path comes from the cell sky130_fd_sc_hd__fa_1. Final setup violation count landed at 0. Yosys-reported design area after synthesis landed at 0.00168 mm^2. Maximum number of pins on one net before global-route repair landed at 17. Total routing usage reported by global routing landed at 0.0624. Sequential standard cell area landed at 0 um^2. After legalization and detailed placement, the total HPWL measured 3900 um. The synthesized netlist handed to floorplanning was reported with a cell count of 242. Internal power summed over all cells landed at 0.000116 W. Leakage power landed at 0.857 nW. Of the total power, registers draw 0. Peak per-stage delay on the critical path landed at 0.64 ns. Overall power landed at 0.000243 W. Of the available clock period, the critical path in the final layout requires 0.845.

Wire length of the first global-routing pass landed at 7800 um. Summing every instance area after synthesis gives 0.00168 mm^2. The most numerous cell type found on the critical path is sky130_fd_sc_hd__fa_1. Per the final timing report, the hold violations number 0.

For this configuration, the core starts out at a cell density of 0.170. Number of buffers inserted to repair setup after CTS landed at 0. In this run the layout overhead on the synthesized area is reported as 22.3%. Derived from the worst setup path, the maximum achievable clock frequency is 73.5 MHz. Routability-driven placement congestion ratio landed at 0.883.

Count of flip-flops and latches landed at 0. Area of the die landed at 0.0146 mm^2. Remaining routing DRC violations landed at 0.

The worst setup path is captured at an output port. The first detailed-routing pass took 4 iterations. The final layout report lists a filler cell count of 1082. Count of final max-slew check failures landed at 0.

Floorplan row count landed at 36. Once the clock tree was built, the resizer swapped 0 gates to a different size. In this run, post-CTS hold repair placed 0 buffers.

Number of global-route vias before repair landed at 1599. In the setup report, the worst path falls into the class in2out. Post-route worst setup slack landed at 2.49 ns. Counting only logic cells after layout, the most numerous master is sky130_fd_sc_hd__clkdlybuf4s50_1.

Number of antenna violations at the first check in global routing landed at 0. Number of warnings the tools reported landed at 39. Number of warning messages in the yosys log landed at 57.

Switching power total landed at 0.000128 W. In this run the worst hold path is classified as in2out. Largest voltage drop on the vdd net landed at 0.0000339 V. The run finished with clean final reports. Headroom to the max-slew limit landed at 0.639. The worst path needs 13.61 ns of the cycle, external delays included.
==> power by group through the flow <==
stage                 Clock, W  Combinational, W  Sequential [W]
after CTS                    0          0.000246               0
after global routing         0          0.000276               0
final                        0          0.000243               0
==> per-stage QoR <==
stage               hold slack [ns]  std cells  utilization  cell area, um^2
detailed placement             7.45        392        0.208             2060
finish                         7.44        392        0.208             2060
CTS                            7.46        392        0.208             2060
global route                   7.48        392        0.208             2060
global placement               7.46        392        0.208             2060
floorplan                      6.60        242            -             1680
==> synthesized netlist by cell type (2+ instances only) <==
cell	n	area [um^2]
sky130_fd_sc_hd__a211o_1	5	43.8
sky130_fd_sc_hd__a211oi_1	3	22.5
sky130_fd_sc_hd__a21o_1	7	52.6
sky130_fd_sc_hd__a21oi_1	20	100
sky130_fd_sc_hd__a31oi_1	4	25.0
sky130_fd_sc_hd__and3_1	3	18.8
sky130_fd_sc_hd__buf_2	2	10.0
sky130_fd_sc_hd__buf_4	4	30.0
sky130_fd_sc_hd__clkbuf_1	4	15.0
sky130_fd_sc_hd__fa_1	5	100
sky130_fd_sc_hd__ha_1	18	225
sky130_fd_sc_hd__inv_1	25	93.8
sky130_fd_sc_hd__mux2_2	5	56.3
sky130_fd_sc_hd__mux2i_1	5	50.1
sky130_fd_sc_hd__nand2_1	19	71.3
sky130_fd_sc_hd__nand2b_1	3	18.8
sky130_fd_sc_hd__nand3_1	7	35.0
sky130_fd_sc_hd__nand4_1	2	12.5
sky130_fd_sc_hd__nor2_1	18	67.6
sky130_fd_sc_hd__nor2_2	2	12.5
sky130_fd_sc_hd__nor2b_1	3	18.8
sky130_fd_sc_hd__nor3_1	5	25.0
sky130_fd_sc_hd__o2111ai_1	4	35.0
sky130_fd_sc_hd__o211a_1	4	40.0
sky130_fd_sc_hd__o211ai_1	4	30.0
sky130_fd_sc_hd__o21a_1	7	52.6
sky130_fd_sc_hd__o21ai_0	15	75.1
sky130_fd_sc_hd__o21ai_1	5	25.0
sky130_fd_sc_hd__o22ai_1	2	12.5
sky130_fd_sc_hd__o31ai_1	3	22.5
sky130_fd_sc_hd__or2_2	2	12.5
sky130_fd_sc_hd__or3_1	2	12.5
sky130_fd_sc_hd__xor2_1	4	35.0
==> area by class of cell <==
cell class / instances / area, um^2 / area share
Inverter: 25 / 93.8 / 0.0456
Multi-Input combinational cell: 206 / 1520 / 0.740
Tap cell: 133 / 166 / 0.0809
Timing Repair Buffer: 28 / 275 / 0.134
==> per-layer routing <==
metal / vias up / part of all wire / routed length, um / global-route usage
li1: 925 / - / - / -
met1: 757 / 0.54 / 2480 / 0.0980
met2: 44 / 0.41 / 1870 / 0.0946
met3: 0 / 0.053 / 244 / 0.00614
met4: 0 / 0 / 0 / 0
met5: - / 0 / 0 / 0
==> path summary, 6_finish.rpt <==
check,cells past startpoint,slack (ns),endpoint,start
worst min-delay path,3,7.44,result[7],op_B[7]
worst max-delay path,31,2.49,result[6],op_A[4]
==> critical path: cells and delay by family <==
kind / cells / cell delay (ns)
AOI/OAI and AO/OA: 9 / 2.08
and+or+nand+nor: 8 / 1.05
xor gates and xnor gates: 1 / 0.23
buffers and inverters: 6 / 1.31
adders and majority gates: 6 / 2.29
muxes: 1 / 0.20
==> kinds of logic (layout without fill, tap and decap cells) <==
logic type               Yosys count  count (layout)  synth area share
AND/OR/NAND/NOR                   73              73             0.218
buffers and inverters             36              53            0.0953
AND-OR/OR-AND                     94              94             0.390
adder cells (fa/ha/maj)           23              23             0.194
multiplexers                      11              11            0.0767
XOR/XNOR                           5               5            0.0261
Power and IR drop assume default switching activity.
